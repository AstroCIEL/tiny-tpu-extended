==> design/flow/design.v <==
module axi_interface (
    input  logic       clk,
    input  logic       rst,
    input  logic        axi_req,         
    input  logic        axi_we,          
    input  logic [63:0] axi_addr,        
    input  logic [63:0] axi_wdata,       
    output logic [63:0] axi_rdata,       
    output logic        ubuf_en,
    output logic        ubuf_we,
    output logic [15:0] ubuf_addr,
    output logic [63:0] ubuf_wdata,
    input  logic [63:0] ubuf_rdata,
    output logic        icache_en,
    output logic        icache_we,
    output logic [15:0] icache_addr,
    output logic [63:0] icache_wdata,
    input  logic [63:0] icache_rdata,
    output logic        status_en,
    output logic        status_we,
    output logic [15:0] status_addr,
    output logic [63:0] status_wdata,
    input  logic [63:0] status_rdata
);
    localparam UBUF_BASE    = 16'h0000;
    localparam UBUF_END     = 16'h29FF;
    localparam ICACHE_BASE  = 16'h2A00;
    localparam ICACHE_END   = 16'h2DFF;
    localparam STATUS_BASE  = 16'h2E00;
    localparam STATUS_END   = 16'h2E01;
    localparam TPU_BASE     = 64'h4000_0000;
    localparam TPU_END      = 64'h8000_0000;
    logic [15:0] addr_in_TPU;  
    logic [15:0] addr_in_TPU_q, addr_in_TPU_d;
    logic axi_req_q, axi_req_d, axi_we_d, axi_we_q;
    always_comb begin
        addr_in_TPU = 16'hFFFF;
        if (axi_addr >= TPU_BASE && axi_addr < TPU_END) begin
            addr_in_TPU = axi_addr[18:3];
        end
    end
    always_comb begin   
        ubuf_en     = 1'b0;
        ubuf_we     = 1'b0;
        ubuf_addr   = 16'b0;
        ubuf_wdata  = 64'b0;
        if (axi_req && (addr_in_TPU >= UBUF_BASE) && (addr_in_TPU <= UBUF_END)) begin
            ubuf_en = 1'b1;
            ubuf_addr = addr_in_TPU - UBUF_BASE;
            if (axi_we) begin
                ubuf_we = axi_we;
                ubuf_wdata = axi_wdata;
            end
        end
    end
    always_comb begin   
        icache_en       = 1'b0;
        icache_we       = 1'b0;
        icache_addr     = 16'b0;
        icache_wdata    = 64'b0;
        if (axi_req && (addr_in_TPU >= ICACHE_BASE) && (addr_in_TPU <= ICACHE_END)) begin
            icache_en = 1'b1;
            icache_addr = addr_in_TPU - ICACHE_BASE;
            if (axi_we) begin
                icache_we = axi_we;
                icache_wdata = axi_wdata;
            end
        end
    end
    always_comb begin   
        status_en       = 1'b0;
        status_we       = 1'b0;
        status_addr     = 16'b0;
        status_wdata    = 64'b0;
        if (axi_req && (addr_in_TPU >= STATUS_BASE) && (addr_in_TPU <= STATUS_END)) begin
            status_en = 1'b1;
            status_addr = addr_in_TPU - STATUS_BASE;
            if (axi_we) begin
                status_we = axi_we;
                status_wdata = axi_wdata;
            end
        end
    end
    always_ff @(posedge clk) begin
            axi_req_q <= axi_req_d;
            axi_we_q <= axi_we_d;
            addr_in_TPU_q <= addr_in_TPU_d;
    end
    always_comb begin
        axi_req_d = axi_req;
        axi_we_d = axi_we;
        addr_in_TPU_d = addr_in_TPU;
    end
    always_comb begin
        axi_rdata = 64'hCA11AB1EBADCAB1E;
        if (axi_req_q && !axi_we_q) begin
            if ((addr_in_TPU_q >= UBUF_BASE) && (addr_in_TPU_q <= UBUF_END)) begin
                axi_rdata = ubuf_rdata;
            end
            else if ((addr_in_TPU_q >= STATUS_BASE) && (addr_in_TPU_q <= STATUS_END)) begin
                axi_rdata = status_rdata;
            end
            else if ((addr_in_TPU_q >= ICACHE_BASE) && (addr_in_TPU_q <= ICACHE_END)) begin
                axi_rdata = icache_rdata;
            end
        end
    end
endmodule
==> design/flow/run.sh <==
#!/bin/bash
# OpenROAD 26Q1-2900-gdf79404cd8, Yosys 0.63+post, stock flow scripts
make -C /OpenROAD-flow-scripts/flow DESIGN_CONFIG=/design/flow/config.mk WORK_HOME=/design/flow/orfs finish
==> design/flow/config.mk <==
export PLATFORM = sky130hd
export DESIGN_NAME = axi_interface
export DESIGN_NICKNAME = axi_interface
export VERILOG_FILES = /design/flow/design.v
export SDC_FILE = /design/flow/constraint.sdc
export NUM_CORES = 4
export LEC_CHECK = 1
export CORE_AREA = 10 10 248 248
export DIE_AREA = 0 0 258 258
==> design/flow/constraint.sdc <==
current_design axi_interface

set clk_period 12.2
set clk_io_pct 0.2

create_clock -name clk0 -period $clk_period [get_ports {clk}]

set non_clock_inputs [all_inputs -no_clocks]
set_input_delay [expr $clk_period * $clk_io_pct] -clock clk0 $non_clock_inputs
set_output_delay [expr $clk_period * $clk_io_pct] -clock clk0 [all_outputs]
==> flow_summary.ini <==
; physical design summary
[cts]
cts_setup_buffers = 0
clk_root_buffer_cell = clkbuf_16
cts_tree = done
cts_sinks = 17
cts_buffers = 3
holdBufCountCts = 0
cts.path.max_buffers = 2
cts_resized = 0
clk_pin_slew_ns = 0.05
h-tree-depth = 1

[power]
cellPowerDensity_mw_per_mm2 = 24.59
power_leakage_nw = 4.140
vdd_drop_max_mv = 0.02795

[synthesis]
ff_type = dfxtp_1
synth_flops = 17
synth_cell_types = 37
yosysTopAreaCellShare_pct = 22.06
seq_area_frac_synth_pct = 8.163
syn_avg_cell_area_um2 = 6.670
ys_cells = 625
synth-edff-count = 0
async_flop_share_pct = 0
synth_top_cell_by_area = and3_1
ys_chip_area_mm2 = 0.004169
yosysWarnings = 1
synthCells = 625
synth.area.top_cells = and3_1 (22%), and4_1 (17%), dfxtp_1 (8.2%)
synth_area_mm2 = 0.004169

[grt]
grt_pass1_wl_um = 63960
grt_util_all_layers_pct = 13.49
antenna_found_initial = 18
grt_max_degree = 120
grt_pass1_vias = 7915
grt_overflow_total = 0

[placement]
post-dp-hpwl_um = 41340
gp_congestion = 0.8712
numPortBuffers = 605
place_area_mm2 = 0.01092

[layout]
layout-drive-gt1-share_pct = 3.101
area_growth_pct = 164.3
design_area_mm2 = 0.01102

[timing]
tns_ns = 0
worst_slew_pin_slew_ns = 0.9036
slew_viol_final = 0
fmax_mhz = 114.4
finalSetupViolCount = 0
min_period_over_period_pct = 71.63
slew_headroom_pct = 39.76
finalCriticalPeriod_ns = 8.739
final_hold_viol_count = 0
rsz0062_at_grt = false

[floorplan]
fp_util_pct = 7.408
dieArea_mm2 = 0.06656
die_h_um = 258
ios = 634
rows = 87
die.size.x_um = 258
core-area_mm2 = 0.05628

[worst_setup_path]
arrival_ns = 6.30
cp.required_ns = 9.76
path_cells = clkdlybuf4s50_1 > nor4_1 > and4_1 > nand2_1 > nor3_1 > ha_1 > inv_1 > o41ai_4 > buf_4 > buf_4 > and4_1 > clkdlybuf4s50_1
cpPeakStageDelay_ns = 0.58
start_kind = input port
crit_fanout = 64
critPathKind = in2out
end_kind = primary output
cpMaxStageDelayCell = clkdlybuf4s50_1

[drt]
via_per_inst = 3.974
finalWirelength_um = 47780
drt_iter0_drc = 554
wl_per_cell_um = 24.81
drtPass1Iterations = 5
num_vias = 7654
ant_nets = 0
drc = 0

[job]
tool_warnings = 47
maxCapViolCount = 0

[worst_hold_path]
hp-class = in2reg

[run_status]
outcome = complete, no violations
[worst paths after layout]
path    startpoint           endpoint  depth (start not counted)
max   axi_addr[59]     icache_addr[5]                         12
min   axi_addr[17]  addr_in_TPU_q[14]                          2
[layout by cell type, fill, tap and decap left out, drive strengths merged, types with 2 or more instances in the layout]
| master | count |
|---|---|
| and4 | 83 |
| nor4b | 6 |
| nand3 | 5 |
| conb | 13 |
| and3b | 2 |
| a21oi | 37 |
| nor2b | 2 |
| clkbuf | 3 |
| inv | 2 |
| nor4 | 11 |
| buf | 19 |
| xor2 | 2 |
| diode | 9 |
| and3 | 147 |
| nand2b | 16 |
| nor3 | 6 |
| nor2 | 35 |
| nand2 | 38 |
| nand4 | 3 |
| o221ai | 34 |
| a221oi | 30 |
| and2 | 3 |
| o21ai | 31 |
| dfxtp | 17 |
| clkdlybuf4s50 | 605 |
| ha | 3 |
[final cells by class]
class	count	area (µm²)
multi-input cells	514	3425
clock buffers	3	75.07
well taps	756	945.9
diodes	9	22.52
fillers	6271	45260
flip-flops and latches	17	340.3
inverters	2	7.507
clock inverters	1	5.005
repair buffers	624	6198
[critical path, delay by kind of cell]
family	cells	cell delay [ns]
fa+ha+maj	1	0.20
compound gates	1	0.31
simple gates	5	1.39
buf+inv	5	1.87
[registers in the layout, indices dropped and copies added, names as in the netlist]
register / count
addr_in_TPU_q: 15
axi_req_q: 1
axi_we_q: 1
[synth_stat cells, types with 2 or more instances]
master / number
a21oi_1: 37
a221oi_1: 30
and2_1: 3
and3_1: 147
and3b_1: 2
and4_1: 83
buf_1: 3
buf_2: 7
buf_4: 20
clkbuf_1: 68
clkbuf_2: 6
dfxtp_1: 17
ha_1: 3
inv_1: 2
nand2_1: 38
nand2b_1: 16
nand3_1: 5
nand4_1: 3
nor2_1: 35
nor2b_1: 2
nor3_1: 5
nor4_1: 7
nor4_2: 3
nor4b_1: 6
o21ai_0: 31
o221ai_1: 34
xor2_1: 2
[per-stage QoR]
| stage | hold slack, ns | utilization [%] | std cells | worst slack, ns | power (mW) |
|---|---|---|---|---|---|
| global route | 2.866 | 19.56 | 1921 | 3.189 | 0.2833 |
| CTS | 2.844 | 19.54 | 1917 | 3.414 | 0.2740 |
| finish | 2.839 | 19.58 | 1926 | 3.461 | 0.2710 |
| floorplan | 2.468 | - | 637 | 5.389 | 0.08013 |
| detailed placement | 3.074 | 19.40 | 1913 | 3.435 | 0.2090 |
| global placement | 3.076 | 19.40 | 1913 | 3.460 | 0.2082 |
[where the power goes]
part | switching, mW | internal (mW)
Sequential | 0.000211 | 0.0560
Clock | 0.0205 | 0.0438
Combinational | 0.0564 | 0.0941
[layer usage]
metal	global-route usage (%)	part of all wire, %	wire length (µm)	vias up
li1	-	-	-	3493
met1	16.25	40	19320	3573
met2	21.61	46	21850	527
met3	5.334	11	5161	53
met4	4.525	2.9	1392	8
met5	0	0.12	57	-
[logic make-up after synthesis]
family	synth area share (%)
and+or+nand+nor	55.67
xor gates and xnor gates	0.6304
other	0.08995
adders and majority gates	0.9005
DFF	8.163
AOI/OAI and AO/OA	22.81
buffers and inverters	11.73
Power and IR drop assume default switching activity.
