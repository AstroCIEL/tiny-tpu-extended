<file path="/design/flow/config.mk">
export PLATFORM = sky130hd
export DESIGN_NAME = status_reg
export DESIGN_NICKNAME = status_reg
export VERILOG_FILES = /design/flow/design.v
export SDC_FILE = /design/flow/constraint.sdc
export NUM_CORES = 4
export LEC_CHECK = 1
export CORE_AREA = 10 10 91 91
export DIE_AREA = 0 0 101 101
</file>
<file path="/design/flow/constraint.sdc">
current_design status_reg

set clk_period 2.4
set clk_io_pct 0.2

create_clock -name clk0 -period $clk_period [get_ports {clk}]

set non_clock_inputs [all_inputs -no_clocks]
set_input_delay [expr $clk_period * $clk_io_pct] -clock clk0 $non_clock_inputs
set_output_delay [expr $clk_period * $clk_io_pct] -clock clk0 [all_outputs]
</file>
<file path="/design/flow/design.v">
module status_reg (
    input  logic        clk,
    input  logic        rst,
    input  logic        axi_status_en,
    input  logic        axi_status_we,
    input  logic [15:0] axi_status_addr,
    input  logic [63:0] axi_status_wdata,
    output logic [63:0] axi_status_rdata,
	input  logic		ctrl_finish_in,
    output logic 		global_en,
	output logic 		finish_flag
);
localparam ADDR_REG_EN    	= 16'h0000;
localparam ADDR_REG_FINISH	= 16'h0001;
logic reg_global_en;	 
logic reg_finish;		 
always_ff @(posedge clk or posedge rst) begin
	if (rst) begin
		reg_global_en	<= 1'b0;
		reg_finish		<= 1'b0;
	end else begin
		if(axi_status_en && axi_status_we && (axi_status_addr == ADDR_REG_EN)) begin
			reg_global_en	<= axi_status_wdata[0];
		end
		reg_finish		<= ctrl_finish_in;
	end
end
assign global_en = reg_global_en;
logic axi_status_rd_en_d, axi_status_rd_en_q;
logic [15:0] axi_status_addr_d, axi_status_addr_q;
assign axi_status_rd_en_d = axi_status_en && !axi_status_we;
assign axi_status_addr_d = axi_status_addr;
always_ff @(posedge clk or posedge rst) begin
    if (rst) begin
        axi_status_rd_en_q <= 1'b0;
        axi_status_addr_q <= 16'b0;
    end else begin
        axi_status_rd_en_q <= axi_status_rd_en_d;
        axi_status_addr_q <= axi_status_addr_d;
    end
end
always_comb begin
    if (axi_status_rd_en_q) begin
        case (axi_status_addr_q)
            ADDR_REG_EN:     axi_status_rdata = {63'b0, reg_global_en};
            ADDR_REG_FINISH: axi_status_rdata = {63'b0, reg_finish};
            default:         axi_status_rdata = 64'b0;
        endcase
    end else begin
        axi_status_rdata = 64'b0;
    end
end
assign finish_flag = reg_finish;
endmodule
</file>
<file path="/design/flow/run.sh">
#!/bin/bash
# OpenROAD 26Q1-2900-gdf79404cd8, Yosys 0.63+post, stock flow scripts
make -C /OpenROAD-flow-scripts/flow DESIGN_CONFIG=/design/flow/config.mk WORK_HOME=/design/flow/orfs finish
</file>
==> results.cfg <==
; synthesis and place-and-route metrics
[outcome]
status = finished clean

[global_route]
grt_use_total_pct = 4.04
grt_max_degree = 20
antenna_found_initial = 0
global_route.overflow_total = 0
vias_in_the_first_global_route = 720
grt_first_pass_wirelength_um = 3370

[critical_path]
worst_r2r_path_depth = 1
cp-end-kind = output port
critPathArrivalTime_ns = 1.76
timing.critical_path.cells = nor4b_1 -> nand4_1 -> nor2_1 -> clkdlybuf4s50_1
critical_path_required_ns = 1.92
cp_max_fo = 1
critical-path-slowest-cell = sky130_fd_sc_hd__clkdlybuf4s50_1
worstReg2RegEnd = reg_global_en$_DFFE_PP0P_
timing.setup.critical_path_class = flop to output port
reg2reg_from = reg_global_en$_DFFE_PP0P_
max_stage_delay_ns = 0.47
critical_path.startpoint_type = flop
worst-r2r-setup-slack_ns = 1.60

[synth]
synth-cells-yosys = 99
syn_area_per_cell_um2 = 10.8
synth.yosys.chip_area_mm2 = 0.00107
largest_area_cell = sky130_fd_sc_hd__dfrtp_1
postSynthCellCount = 99
yosys.cell_types.count = 13
ys.flops = 19
yosysWarnings = 1
post-synth-top-area-fraction_pct = 44.3
post_synth_main_area_contributors = sky130_fd_sc_hd__dfrtp_1 44%, sky130_fd_sc_hd__buf_4 44%, sky130_fd_sc_hd__nor4_1 3.5%
synth.yosys.seq_area_share_pct = 44.3
synth.cell_area_mm2 = 0.00107

[min_path]
hold-path-endpoint = reg_global_en$_DFFE_PP0P_
worst_hold_startpoint = reg_global_en$_DFFE_PP0P_
whs_path_depth = 1
class_of_the_tightest_hold_or_removal_check = flop to flop

[finish]
post_route_cells_drive_above_1_share_pct = 3.97
final_cells = 203
most-common-layout-cells = 63 x sky130_fd_sc_hd__conb_1, 24 x sky130_fd_sc_hd__clkdlybuf4s50_1, 19 x sky130_fd_sc_hd__dfrtp_1
final_layout_top_logic_cell = sky130_fd_sc_hd__conb_1
area_growth_pct = 13.3

[final_timing]
final.min_clock_period_ns = 2.24
setup-violations-final = 0
maxSlewViolCount = 0
rsz0062_at_grt = no
clock.fmax_mhz = 447
final_sum_of_negative_setup_slack_ns = 0
finalHoldViolCount = 0
setup_clock_skew_after_layout_ns = 0
final_cycle_share_pct = 93.1
tightestPinTransition_ns = 0.675
max-slew-margin-rel_pct = 55.0

[routing]
antenna_left = 0
drt_pass1_iterations = 2
detail_route.wirelength_um = 2350
vias = 546
detail_route.antenna_diodes = 0
routed_via_density = 2.69
drt_first_iter_violations = 15
remaining_drcs = 0
wl_per_cell_um = 11.6

[die]
io_pins = 151
die-width_um = 101
fp_util_pct = 16.9
die_area_mm2 = 0.0102
core_area_mm2 = 0.00635
rows = 29
chipHeight_um = 101

[cts]
tritoncts_clock_tree = done
postCtsHoldBufs = 0
insertion_delay_ns = 0.25
clkSinkCount = 19
cts_clock_pin_slew_for_the_worst_setup_and_hold_paths_ns = 0.07
numCtsBuffers = 3
post-cts-setup-buffers = 0
cts-htree-levels = 1
cts-resized-gates = 0
cts_root_buffer = sky130_fd_sc_hd__clkbuf_8
clockBufferDepth = 2

[place]
placedCellCount = 199
routabilityCongestion = 0.699
dp_hpwl_um = 2120
port_buffers = 24

[run]
openroad.warnings = 88
cap_viol_max_count = 0

[pwr]
leak_pwr_nw = 0.581
post-layout-total-power_uw = 613
pwr_density_cell_mw_per_mm2 = 504
irDropWorstVdd_v = 0.000163
[synthesized netlist by cell type]
library cell	count
sky130_fd_sc_hd__and3_1	1
sky130_fd_sc_hd__buf_4	63
sky130_fd_sc_hd__conb_1	1
sky130_fd_sc_hd__dfrtp_1	19
sky130_fd_sc_hd__inv_1	1
sky130_fd_sc_hd__mux2_1	1
sky130_fd_sc_hd__mux2i_1	1
sky130_fd_sc_hd__nand4_1	2
sky130_fd_sc_hd__nor2_1	1
sky130_fd_sc_hd__nor2b_1	1
sky130_fd_sc_hd__nor4_1	6
sky130_fd_sc_hd__nor4_4	1
sky130_fd_sc_hd__nor4b_1	1
[per-stage QoR]
step,util [%],worst slack (ns),area (um^2),hold slack [ns]
after CTS,19.2,0.104,1220,0.543
after global routing,19.2,0.0552,1220,0.551
after floorplan,-,1.01,1310,0.431
after global placement,18.4,0.363,1170,0.511
final,19.2,0.165,1220,0.532
after detailed placement,18.4,0.343,1170,0.520
[area by class of cell]
type | instances | area, um^2
Multi-Input combinational cell | 78 | 354
Inverter | 1 | 3.75
Clock buffer | 3 | 41.3
Clock inverter | 1 | 5.00
Sequential cell | 19 | 475
Fill cell | 676 | 5130
Tap cell | 77 | 96.3
Timing Repair Buffer | 24 | 240
[per-layer routing]
metal	routed length (um)	vias to the layer above	part of all wire (%)	track usage, %
met5	0	-	0	0
met1	1020	254	43	5.17
met3	199	2	8.5	1.32
met4	14	0	0.60	0.643
li1	-	246	-	-
met2	1110	44	47	6.63
[flip-flops by register name, indices dropped and copies added, names as in the netlist]
signal              cells
axi_status_rd_en_q      1
reg_global_en           1
axi_status_addr_q      16
reg_finish              1
[where the power goes]
part | switching (mW) | total (mW) | internal, mW
clock network | 0.0987 | 0.214 | 0.115
registers | 0.00448 | 0.340 | 0.335
logic | 0.0243 | 0.0591 | 0.0349
[kinds of logic (layout without fill, tap and decap cells)]
kind of cell / Yosys count / after routing / synth area share, %
buffers and inverters: 64 / 29 / 44.4
other: 1 / 63 / 0.349
flip-flops: 19 / 19 / 44.3
multiplexers: 2 / 2 / 1.98
AND/OR/NAND/NOR: 13 / 13 / 8.98
[worst max-delay path, delay by kind of cell (launching register included)]
family,cells,cell delay (ns)
and+or+nand+nor,3,0.68
buffers and inverters,1,0.47
DFF,1,0.36
[worst max-delay path by stage]
stage / from / to / slack, ns
CTS: axi_status_addr_q[12]$_DFF_PP0_ / axi_status_rdata[0] / 0.10
global route: axi_status_addr_q[12]$_DFF_PP0_ / axi_status_rdata[0] / 0.06
finish: axi_status_addr_q[12]$_DFF_PP0_ / axi_status_rdata[0] / 0.16
Power and IR drop assume default switching activity.
